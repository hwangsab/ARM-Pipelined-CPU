**flow/config.mk**
```make
export PLATFORM = sky130hd
export DESIGN_NAME = alu
export DESIGN_NICKNAME = alu
export VERILOG_FILES = /design/flow/design.v
export SDC_FILE = /design/flow/constraint.sdc
export NUM_CORES = 4
export LEC_CHECK = 1
export CORE_UTILIZATION = 50
```
**flow/run.sh**
```bash
#!/bin/bash
# OpenROAD 26Q1-2900-gdf79404cd8, Yosys 0.63+post, stock flow scripts
make -C /OpenROAD-flow-scripts/flow DESIGN_CONFIG=/design/flow/config.mk WORK_HOME=/design/flow/orfs finish
```
**flow/constraint.sdc**
```tcl
current_design alu

set clk_period 42.1
set clk_io_pct 0.2

create_clock -name clk0 -period $clk_period

set non_clock_inputs [all_inputs -no_clocks]
set_input_delay [expr $clk_period * $clk_io_pct] -clock clk0 $non_clock_inputs
set_output_delay [expr $clk_period * $clk_io_pct] -clock clk0 [all_outputs]
```
**flow/design.v**
```verilog
`timescale 1ns/10ps
module CheckZero(in, zero);
	input logic [63:0] in;
	output logic zero;
	logic [15:0] nor_results; 
	logic [3:0] and_results;
	genvar i;
	generate
		for (i = 0; i < 16; i++) begin : eachNor
			nor #(0.05) (nor_results[i], in[i*4], in[i*4+1], in[i*4+2], in[i*4+3]);
		end
	endgenerate
	genvar j;
	generate
		for (j = 0; j < 4; j++) begin :eachAnd
			and #(0.05) (and_results[j], nor_results[j*4], nor_results[j*4+1], nor_results[j*4+2], nor_results[j*4+3]);
		end
	endgenerate
	and #(0.05) (zero, and_results[0], and_results[1], and_results[2], and_results[3]);
endmodule
module CheckZero_testbench();
	logic [63:0] in;
	logic zero;
	CheckZero dut (.in, .zero);
	integer i;
	initial begin											 
		for (i = 0; i < 2**64; i++) begin
			in = i;
		end
	end
endmodule
`timescale 1ns/10ps
module alu (A, B, cntrl, result, negative, zero, overflow, carry_out);
	input logic [63:0] A, B;	 
	input logic [2:0] cntrl;	 
	output logic [63:0] result;
	output logic negative, zero, overflow, carry_out;
	logic [7:0] [63:0] ALU_option;		       
	logic [63:0] sum;									 
	fullAddSub_64 add_sub (.A(A), .B(B), .sub(cntrl[0]), .sum(sum), .carry_out, .overflow);
	assign ALU_option[2] = sum;
	assign ALU_option[3] = sum;
	genvar i;
	generate
		for (i = 0; i < 64; i++) begin : eachBit
			and #(0.05) and_logic (ALU_option[4][i], A[i], B[i]);
			or #(0.05) or_logic (ALU_option[5][i], A[i], B[i]);
			xor #(0.05) xor_logic (ALU_option[6][i], A[i], B[i]);
			assign ALU_option[0][i] = B[i];
		end
	endgenerate
	assign ALU_option[1] = {64{1'bx}};
	assign ALU_option[7] = {64{1'bx}};
	mux_64_8_1 select_output (.d(ALU_option), .s(cntrl), .y(result));	
	assign negative = result[63];
	CheckZero cz (.in(result), .zero);
endmodule 
`timescale 1ns/10ps
module fullAddSub_64 (A, B, sub, sum, carry_out, overflow);
	input logic [63:0] A, B;
	input logic sub;
	output logic [63:0] sum;
	output logic carry_out, overflow;
	logic [63:0] not_B;    
	logic [63:0] sel_B;    
	logic [63:0] c_outs;   
	genvar i;
	generate
		for (i = 0; i < 64; i++) begin : eachBit
			not #(0.05) n (not_B[i], B[i]);  
			mux_2_1 add_or_sub (.d({not_B[i], B[i]}), .s(sub), .y(sel_B[i]));   
			if (i == 0) begin
				fullAdder firstBit (.A(A[0]), .B(sel_B[0]), .sum(sum[0]), .carry_in(sub), .carry_out(c_outs[0]));
			end else begin
				fullAdder otherBit (.A(A[i]), .B(sel_B[i]), .sum(sum[i]), .carry_in(c_outs[i-1]), .carry_out(c_outs[i]));
			end
		end
	endgenerate
	assign carry_out = c_outs[63];
	xor #(0.05) x (overflow, c_outs[62], carry_out);
endmodule
module fullAddSub_64_testbench();
	logic [63:0] A, B, sum;
	logic sub;
	logic carry_out, overflow;
	fullAddSub_64 dut (.A, .B, .sum, .sub, .carry_out, .overflow);
	integer i, j;
	initial begin											 
		for (i = 0; i < 2**64; i++) begin
			for (j = 0; j < 2**64; j++) begin
				A = i;
				B = j;
				sub = 0;
				#(50);
				assert (sum == (A + B));
				A = i;
				B = j;
				sub = 1;
				#(50);
				assert (sum == (A - B));
			end
		end
	end
endmodule
`timescale 1ns/10ps
module fullAdder (A, B, carry_in, sum, carry_out);
	input logic A, B, carry_in;
	output logic sum, carry_out;
	logic A_xor_B, c_in_xor_AB, A_and_B;
	xor #(0.05) x (sum, A, B, carry_in);
	xor #(0.05) x2 (A_xor_B, A, B);
	and #(0.05) a1 (c_in_xor_AB, carry_in, A_xor_B);
	and #(0.05) a2 (A_and_B, A, B);
	or #(0.05) o1 (carry_out, A_and_B, c_in_xor_AB);
endmodule
module fullAdder_testbench();
	logic A, B, cin, sum, cout;
	fullAdder dut (A, B, cin, sum, cout);
	integer i;
	initial begin
		for (i = 0; i < 2**3; i++) begin
			{A, B, cin} = i; #10;
		end
	end
endmodule
`timescale 1ns/10ps
module mux_2_1(d, s, y);
	input logic [1:0] d;
	input logic s;
	output logic y;
	logic ns;
	logic [1:0] sel_d;
	not #(0.05) n1 (ns, s);
	and #(0.05) a1 (sel_d[0], d[0], ns);
	and #(0.05) a2 (sel_d[1], d[1],  s);
	or  #(0.05) o1 (y, sel_d[0], sel_d[1]);
endmodule
`timescale 1ns/10ps
module mux_4_1(d, s, y);		
	input logic [3:0] d;
	input logic [1:0] s;
	output logic y;
	logic [1:0] out;
	mux_2_1 m1 (.d(d[1:0]), .s(s[0]), .y(out[0]));
	mux_2_1 m2 (.d(d[3:2]), .s(s[0]), .y(out[1]));
	mux_2_1 m3 (.d(out), .s(s[1]), .y(y));
endmodule
`timescale 1ns/10ps
module mux_64_8_1 (d, s, y);		  
	input logic [7:0][63:0] d;
	input logic [2:0] s;
	output logic [63:0] y;
	logic [63:0][7:0] d_flipped;
	genvar i, j;
	generate
		for (i = 0; i < 8; i++) begin : eachReg
			for (j = 0; j < 64; j++) begin : eachBit
				assign d_flipped[j][i] = d[i][j];
			end
		end
	endgenerate
	genvar k;
	generate
		for (k = 0; k < 64; k++) begin : eachMux
			mux_8_1 mux (.d(d_flipped[k]), .s(s), .y(y[k]));
		end
	endgenerate
endmodule
module mux_64_8_1_testbench();
	logic [7:0][63:0] d;
	logic [2:0] s;
	logic [63:0] y;
	mux_8_1 dut (.d, .s, .y);
	integer i, j, k;
	initial begin											 
		for (i = 0; i < 2**8; i++) begin
			for (j = 0; j < 2**3; j++) begin
				for (k = 0; k < 2**64; k++) begin
					d[i] = k;
					s = j;
				end
			end
		end
	end
endmodule
`timescale 1ns/10ps
module mux_8_1(d, s, y);
	input logic [7:0] d;
	input logic [2:0] s;
	output logic y;
	logic [1:0] out;
	mux_4_1 m1 (.d(d[3:0]), .s(s[1:0]), .y(out[0]));
	mux_4_1 m2 (.d(d[7:4]), .s(s[1:0]), .y(out[1]));
	mux_2_1 m3 (.d(out), .s(s[2]), .y(y));
endmodule
module mux_8_1_testbench();
	logic [7:0] d;
	logic [2:0] s;
	logic y;
	mux_8_1 dut (.d, .s, .y);
	integer i, j;
	initial begin											 
		for (i = 0; i < 2**8; i++) begin
			for (j = 0; j < 2**3; j++) begin
				d = i;
				s = j;
			end
		end
	end
endmodule
```
==> Changelog: implementation <==
### Physical design

- Antenna Nets Post-Route: 0
- Final Wtd Congestion: 0.9400
- Clock buffer cells: 0
- I/O Pins: 199
- Chip Height: 126.1 um
- Pwr/cell area: 12.88 nW/um^2
- Die area: 15900 um^2
- Mapped Area: 7701 um^2
- Count leader, synth: inv_1
- Yosys warns: 0
- Distinct cell type count after synthesis: 27
- RSZ-0062 raised after global routing: no
- Worst slew pin tran: 0.8043 ns
- Tcrit/Tclk final: 98.23%
- Routed Wire Length: 19.18 mm
- Startpoint type of the worst setup path: input pin
- Cell mode on critical path: fa_2
- Status: complete, no violations
- Cell family with most CP delay: adder cells
- Drt wl/cell: 16.89 um
- Chip Area, Yosys: 7701 um^2
- Area share, top type: 31.03%
- P_leak: 0.004720 uW
- DRT Pass-1 Iters: 6
- Final hold violation count: 0
- CP required: 33.68 ns
- Dpl hpwl: 15.16 mm
- Seq pwr share: 0%
- Hold-fix buffers, CTS: 0
- Via count: 6047
- CP startpoint: cntrl[0]
- Max-slew headroom: 46.38%
- Pin count of the biggest net entering global routing: 69
- Final setup fails: 0
- Worst Path Buf+Inv: 5
- WS Path Type: input pin to primary output
- Initial antenna violation count: 2
- Switching pwr: 53.49 uW
- Registers: 0
- Via density: 5.328
- Syn-to-layout area delta: 22.97%
- Instance tally after logic synthesis: 839
- Log Warnings: 97
- Flop area: 0 um^2
- Fin cells: 1135
- Max Clk Rate: 24.18 MHz
- Commonest cells post-synth: 193 x inv_1, 191 x ha_1, 67 x buf_4
- Row cnt: 44
- Gr ovfl total: 0
- DRT iter0 DRCs: 235
- FP Util: 52.20%
- Overall Power: 122.0 uW
- Worst-path fanout max: 2
- Arr. time, crit path: 32.93 ns
- Sw Ratio: 43.85%
- Number of global-route vias before repair: 6115
- Combinational share of power: 100.0%
- First-pass GRT wire length: 31.75 mm
- Clk pwr share: 0%
- Internal Pwr Total: 68.47 uW
- Max stage delay on crit path: 0.40 ns
- Final slew viol count: 0
- DRC errors left: 0
- Dpl cells: 1133
- Yosys cell count: 839
- Core Footprint: 14750 um^2
- Top cells by area: ha_1 31%, fa_1 16%, inv_1 9.4%
- Share of layout cells above drive strength 1: 13.79%
- Hold wc startpoint: cntrl[2]
- Hold WC Path Type: input pin to primary output
- Gate Area: 6382 um^2
- FILL cells: 1117
- Peak VDD IR: 0.00001034 V
- Max-Cap Viols: 0
- GRT Util Overall: 25.48%
- Seq share, synth: 0%
- Worst Setup End Kind: primary output
- Synth area leader: ha_1
- Port buffer count: 199
- Avg Synthesized Cell Area: 9.179 um^2
- Die width: 126.1 um
- CP max-delay cell: fa_1
- Period minus WS final: 41.35 ns
[power groups by stage]
stage	Sequential [uW]	Combinational (uW)	Clock [uW]
CTS	0	122	0
global route	0	139	0
finish	0	122	0.00000318
[per-layer routing]
| metal | track usage (%) | vias up | wire [um] |
|---|---|---|---|
| met5 | 0 | - | 13 |
| met3 | 4.329 | 22 | 1141 |
| met2 | 41.05 | 177 | 8576 |
| met1 | 37.41 | 2829 | 9128 |
| li1 | - | 3017 | - |
| met4 | 3.544 | 2 | 314 |
[per-stage QoR]
step | TNS [ns] | hold slack (ns) | worst slack (ns) | utilization [%] | area, um^2
floorplan | 0 | 17.08 | 0.03559 | - | 7785
global placement | -1.118 | 17.84 | -0.6622 | 63.69 | 9397
detailed placement | -1.567 | 17.83 | -0.8010 | 63.69 | 9397
CTS | 0 | 17.84 | 0.02324 | 63.82 | 9417
global route | 0 | 17.88 | 0.02276 | 64.17 | 9468
finish | 0 | 17.85 | 0.7462 | 64.19 | 9470
[placed cells by master, fill, tap and decap left out, drive strengths merged]
cell type      Yosys  final
clkdlybuf4s50      0    193
inv              193    192
ha               191    191
mux2i             64     64
o221ai            63     63
o21a              63     63
fa                63     63
mux2              62     62
buf               92     22
nor4              17     17
nand4              4      4
nand2              2      2
dlygate4sd2        0      2
o21ai              2      2
diode              0      1
clkinvlp           0      1
nand2b             1      1
nor2               1      1
a21oi              1      1
o31a               1      1
or3                1      1
nand3              1      1
o311ai             1      1
xnor2              1      1
clkdlybuf4s15      0      1
[final timing paths]
path | to | slack (ns) | cells after the start
worst max-delay path | zero | 0.75 | 74
worst min-delay path | result[58] | 17.85 | 3
[cell type report]
cell class | count | share of cell area, %
Inverter | 193 | 7.689
Multi-Input combinational cell | 539 | 67.39
Antenna cell | 1 | 0.02642
Tap cell | 184 | 2.431
Timing Repair Buffer | 218 | 22.46
[cells by family (layout without fill, tap and decap cells)]
logic type	count (synthesis)	count (layout)	share of synthesized area [%]
adders and majority gates	254	254	47.41
AOI/OAI and AO/OA	131	131	13.73
other	0	1	0
xor gates and xnor gates	1	1	0.1137
buffers and inverters	300	411	18.91
muxes	126	126	17.68
and+or+nand+nor	27	27	2.161
[timing repair]
item | CTS | global route
buffers inserted | 0 | 1
pin swaps | 3 | 4
setup endpoints to repair | 4 | 5
resized | 14 | 16
No activity file was given, so power comes from the tool's default toggle rates.
