`./run.sh`:
```
#!/bin/bash
# OpenROAD 26Q1-2900-gdf79404cd8, Yosys 0.63+post, stock flow scripts
make -C /OpenROAD-flow-scripts/flow DESIGN_CONFIG=/design/flow/config.mk WORK_HOME=/design/flow/orfs finish
```
`./config.mk`:
```
export PLATFORM = sky130hd
export DESIGN_NAME = dec_1_32
export DESIGN_NICKNAME = dec_1_32
export VERILOG_FILES = /design/flow/design.v
export SDC_FILE = /design/flow/constraint.sdc
export NUM_CORES = 4
export LEC_CHECK = 1
export CORE_AREA = 10 10 70 70
export DIE_AREA = 0 0 80 80
```
`./constraint.sdc`:
```
current_design dec_1_32

set clk_period 2.2
set clk_io_pct 0.2

create_clock -name clk0 -period $clk_period

set non_clock_inputs [all_inputs -no_clocks]
set_input_delay [expr $clk_period * $clk_io_pct] -clock clk0 $non_clock_inputs
set_output_delay [expr $clk_period * $clk_io_pct] -clock clk0 [all_outputs]
```
`./design.v`:
```
`timescale 1ns/10ps
module dec_1_16 (d, sel, y);
	input logic d;
	input logic [3:0] sel;
	output logic [15:0] y;
	logic [1:0] out;
	dec_1_2 d1 (.d(d), .sel(sel[3]), .y(out));
	dec_1_8 d2 (.d(out[0]), .sel(sel[2:0]), .y(y[7:0]));
	dec_1_8 d3 (.d(out[1]), .sel(sel[2:0]), .y(y[15:8]));
endmodule
`timescale 1ns/10ps
module dec_1_2 (d, sel, y);
	input logic d;
	input logic sel;
	output logic [1:0] y;
	logic n_sel;
	not #(50) n1 (n_sel, sel);
	and #(50) a1 (y[0], d, n_sel);
	and #(50) a2 (y[1], d, sel);
endmodule
`timescale 1ns/10ps
module dec_1_32 (d, sel, y);
	input logic d;
	input logic [4:0] sel;
	output logic [31:0] y;
	logic [1:0] out;
	dec_1_2  d1 (.d(d), .sel(sel[4]), .y(out));
	dec_1_16 d2 (.d(out[0]), .sel(sel[3:0]), .y(y[15:0]));
	dec_1_16 d3 (.d(out[1]), .sel(sel[3:0]), .y(y[31:16]));
endmodule
`timescale 1ns/10ps
module dec_1_4 (d, sel, y);
	input logic d;
	input logic [1:0] sel;
	output logic [3:0] y;
	logic [1:0] out;
	dec_1_2 d1 (.d(d), .sel(sel[1]), .y(out));
	dec_1_2 d2 (.d(out[0]), .sel(sel[0]), .y(y[1:0]));
	dec_1_2 d3 (.d(out[1]), .sel(sel[0]), .y(y[3:2]));
endmodule
`timescale 1ns/10ps
module dec_1_8 (d, sel, y);
	input logic d;
	input logic [2:0] sel;
	output logic [7:0] y;
	logic [1:0] out;
	dec_1_2 d1 (.d(d), .sel(sel[2]), .y(out));
	dec_1_4 d2 (.d(out[0]), .sel(sel[1:0]), .y(y[3:0]));
	dec_1_4 d3 (.d(out[1]), .sel(sel[1:0]), .y(y[7:4]));
endmodule
```
==> metrics.yaml <==
drt-pass1-iter-count: 4
top_cell: "nor2_1"
num_vias: 469
hpwl_mm: 1.384
setup_viol: 0
grt_pass1_wl_mm: 2.352
hold_class: "in2out"
routed_wl_mm: 1.720
synth_warnings: 0
placed_cell_area_um2: 686.9
drive_gt1_share_pct: 23.86
slowest_delay_ns: 0.55
ys_types: 9
io_pins: 38
irDropWorstVdd_mv: 0.02404
finalClockPeriodUsage_pct: 97.58
top_area_cell: "nor2_1"
critPathLaunchType: "input pin"
first_iter_violations: 28
fin_util_pct: 23.26
yosys_cells: 47
fp.dieW_um: 80
grt_pass1_vias: 408
ff_count: 0
diodes: 0
areaGrowthSynthToFinish_pct: 245.1
avgSynthCellArea_um2: 4.898
cp_max_fo: 3
required_ns: 1.76
drv_slew: 0
warning_count: 33
worst_pin_slew_ns: 0.2147
cts_hold_buffers: 0
grt_overflow: 0
fp_util_pct: 6.740
seq_area_um2: 0
worstSetupPathType: "in2out"
rsz0062_at_grt: "true"
crit_top_cell: "dlygate4sd2_1"
power_density_nw_per_um2: 87.30
dieArea_um2: 6400
core-area_um2: 3416
grt_max_degree: 9
drt-vias-per-instance: 3.500
place.gp.congestion: 0.7370
yosysChipArea_um2: 230.2
crit_arrival_ns: 1.71
post-route-min-period_ns: 2.147
fp-row-count: 21
synth_cells: 47
relSlewSlack_pct: 85.64
crit_buf_inv: 3
critPathTopFamily: "simple AND/OR/NAND/NOR gates"
stdcell_area_um2: 794.5
leakage_nw: 0.3614
n_clock_buffer: 0
wl_per_cell_um: 12.84
critPathSlowestCell: "or4b_4"
status: "complete, no violations"
syn_area_um2: 230.2
drv_cap: 0
endpoint_kind: "output port"
die_h_um: 80
antenna_left: 0
track_usage_pct: 4.456
ys_seq_share_pct: 0
top_area_share_pct: 52.17
drc: 0
synthTopCellsByArea: "nor2_1 52%, nand4bb_1 15%, nand4b_1 11%"
port_buffers: 38
synthTopCellsByCount: "32 x nor2_1, 3 x clkbuf_1, 3 x nand4b_1, 3 x nand4bb_1, 2 x nand2b_1"
fmax_mhz: 465.8
worstPathCellList: "dlygate4sd2_1, or4b_4, buf_4, nor2_1, dlygate4sd2_1"
hold_viol: 0
antenna_found_initial: 0
## path summary, 6_finish.rpt
| check | start | to | slack (ns) | cells after the start |
|---|---|---|---|---|
| setup / recovery | sel[3] | y[4] | 0.05 | 5 |
| hold / removal | sel[2] | y[14] | 1.49 | 4 |
## per-stage QoR
| step | worst slack [ns] | TNS, ns | hold slack (ns) | power, mW | cells |
|---|---|---|---|---|---|
| detailed placement | -0.3503 | -5.311 | 1.997 | 0.05632 | 132 |
| global route | -0.005161 | -0.005161 | 1.539 | 0.07495 | 134 |
| floorplan | 0.6844 | 0 | 1.005 | 0.01789 | 47 |
| global placement | -0.3394 | -4.708 | 1.999 | 0.05574 | 132 |
| finish | 0.05327 | 0 | 1.487 | 0.06936 | 134 |
| CTS | 0.001145 | 0 | 1.505 | 0.06054 | 133 |
## kinds of logic after synthesis
group,count (synthesis),share of synthesized area [%]
simple gates,44,95.11
buf+inv,3,4.891
## layout make-up
type,count,area (um2)
fillers,364,2621
repair buffers,44,432.9
multi-input cells,44,304.0
well taps,46,57.56
## metal layers
metal | part of all wire (%) | wire, um | vias to the layer above | global-route usage (%)
li1 | - | - | 242 | -
met1 | 44 | 755 | 209 | 5.405
met2 | 47 | 808 | 18 | 8.026
met3 | 9.1 | 156 | 0 | 1.250
met4 | 0 | 0 | 0 | 0
met5 | 0 | 0 | - | 0
## power by group
part | switching (mW) | internal, mW
Clock | 0 | 0
Combinational | 0.0337 | 0.0356
Sequential | 0 | 0
Total | 0.0337 | 0.0356
## layout by cell type, fill, tap and decap left out
| cell | synthesis | routed |
|---|---|---|
| buf_4 | 0 | 4 |
| buf_6 | 0 | 2 |
| clkdlybuf4s50_1 | 0 | 23 |
| dlygate4sd2_1 | 0 | 10 |
| dlymetal6s2s_1 | 0 | 5 |
| nand2_2 | 0 | 1 |
| nand2b_2 | 0 | 1 |
| nand2b_4 | 0 | 1 |
| nand4_1 | 1 | 1 |
| nand4b_1 | 3 | 3 |
| nand4bb_4 | 0 | 3 |
| nor2_1 | 32 | 25 |
| nor2_2 | 0 | 7 |
| or2_4 | 0 | 1 |
| or4b_4 | 0 | 1 |
## what timing repair did
action | CTS | global route
endpoints found under the setup margin | 32 | 16
pin swaps | 6 | 9
gates cloned | 0 | 0
gates resized | 20 | 13
hold endpoints to repair | 0 | 0
buffers inserted | 1 | 1
Power figures rest on the tool's default switching activity, not on a simulated workload.
